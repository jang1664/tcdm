==> /design/flow/design.v <==
interface mem_intf #(
    parameter ADDR_WIDTH = 32,
    parameter DATA_WIDTH = 32,
    parameter bit RVALID_ASSERT = 1'b1,
    parameter bit REQ_HOLD_ASSERT = 1'b1,
    parameter bit RDATA_HOLD_ASSERT = 1'b1
) (
    input logic clk
);
  logic                      req;
  logic                      gnt;
  logic [    ADDR_WIDTH-1:0] addr;
  logic                      wen;
  logic [(DATA_WIDTH/8)-1:0] be;
  logic [    DATA_WIDTH-1:0] data;
  logic [    DATA_WIDTH-1:0] r_data;
  logic                      r_valid;
  logic                      r_ready;
  modport master(output req, addr, wen, be, data, r_ready, input gnt, r_data, r_valid);
  modport slave(input req, addr, wen, be, data, r_ready, output gnt, r_data, r_valid);
  modport monitor(input req, addr, wen, be, data, gnt, r_data, r_valid, r_ready);
endinterface   
interface stream_intf (
    input logic clk
);
  parameter int unsigned DATA_WIDTH = 32;   
  parameter int unsigned STRB_WIDTH = (DATA_WIDTH+7) / 8;
  logic                  valid;
  logic                  ready;
  logic [DATA_WIDTH-1:0] data;
  logic [STRB_WIDTH-1:0] strb;
  modport source(output valid, data, strb, input ready);
  modport sink(input valid, data, strb, output ready);
  modport monitor(input valid, data, strb, ready);
endinterface   
interface mem_intf_v2 #(
    parameter ADDR_WIDTH = 32,
    parameter DATA_WIDTH = 32,
    parameter FLAG_WIDTH = 1
) (
    input logic clk
);
  logic                      req;
  logic                      gnt;
  logic [    ADDR_WIDTH-1:0] addr;
  logic                      wen;
  logic [(DATA_WIDTH/8)-1:0] be;
  logic [    DATA_WIDTH-1:0] data;
  logic [    DATA_WIDTH-1:0] r_data;
  logic                      r_valid;
  logic                      r_ready;
  logic [    FLAG_WIDTH-1:0] flag;
  modport master(output req, addr, wen, be, data, flag, r_ready, input gnt, r_data, r_valid);
  modport slave(input req, addr, wen, be, data, flag, r_ready, output gnt, r_data, r_valid);
  modport monitor(input req, addr, wen, be, data, gnt, r_data, r_valid, flag, r_ready);
endinterface   
package mem_pkg;
  typedef struct packed {
    logic empty;
    logic full;
    logic [7:0] push_pointer;
    logic [7:0] pop_pointer;
  } flags_fifo_t;
  typedef struct packed {
    logic [31:0] idx;
    logic [31:0] start_addr;
    logic [31:0] end_addr;
  } addr_map_rule_t;
endpackage
package sram_type_pkg;
  typedef enum logic {
    TECH_FDSOI = 1'b0,
    TECH_LPP   = 1'b1
  } tech_e;
  typedef enum logic {
    TYPE1_RA = 1'b0,   
    TYPE1_RS = 1'b1    
  } type1_e;
  typedef enum logic {
    TYPE2_HD = 1'b0,   
    TYPE2_HS = 1'b1    
  } type2_e;
  typedef enum logic {
    VTH_L = 1'b0,      
    VTH_R = 1'b1       
  } vth_e;
  typedef enum logic {
    WMASK_DISABLE = 1'b0,
    WMASK_ENABLE  = 1'b1
  } wmask_e;
endpackage
module resp_demux #(
  parameter int unsigned NUM_OUTPUTS = 4,
  parameter int unsigned DATA_WIDTH = 32
)(
  input logic clk_i,
  input logic resetn_i,
  input logic req_i,
  input logic gnt_i,
  input logic [$clog2(NUM_OUTPUTS)-1:0] master_idx_i,
  input logic [DATA_WIDTH-1:0] rdata_i,
  input logic rvalid_i,
  output logic rready_o,
  input logic [NUM_OUTPUTS-1:0] wen_i,
  input logic [NUM_OUTPUTS-1:0] rready_i,
  output logic [NUM_OUTPUTS-1:0][DATA_WIDTH-1:0] rdata_o,
  output logic [NUM_OUTPUTS-1:0] rvalid_o
);
  logic [$clog2(NUM_OUTPUTS)-1:0] service_master_idx;
  always_ff @(posedge clk_i, negedge resetn_i) begin
    if(~resetn_i) begin
      service_master_idx <= '0;
    end else begin
      if(req_i & gnt_i & ~wen_i[master_idx_i]) begin
        service_master_idx <= master_idx_i;
      end
    end
  end
  assign rready_o = rready_i[service_master_idx];
  always_comb begin
    rdata_o = '0;
    rdata_o[service_master_idx] = rdata_i;
    rvalid_o = '0;
    rvalid_o[service_master_idx] = rvalid_i;
  end
endmodule
==> /design/flow/run.sh <==
#!/bin/bash
# OpenROAD 26Q1-2900-gdf79404cd8, Yosys 0.63+post, stock flow scripts
make -C /OpenROAD-flow-scripts/flow DESIGN_CONFIG=/design/flow/config.mk WORK_HOME=/design/flow/orfs finish
==> /design/flow/config.mk <==
export PLATFORM = sky130hd
export DESIGN_NAME = resp_demux
export DESIGN_NICKNAME = resp_demux
export VERILOG_FILES = /design/flow/design.v
export SDC_FILE = /design/flow/constraint.sdc
export NUM_CORES = 4
export LEC_CHECK = 1
export CORE_AREA = 10 10 96 96
export DIE_AREA = 0 0 106 106
==> /design/flow/constraint.sdc <==
current_design resp_demux

set clk_period 3.5
set clk_io_pct 0.2

create_clock -name clk0 -period $clk_period [get_ports {clk_i}]

set non_clock_inputs [all_inputs -no_clocks]
set_input_delay [expr $clk_period * $clk_io_pct] -clock clk0 $non_clock_inputs
set_output_delay [expr $clk_period * $clk_io_pct] -clock clk0 [all_outputs]
==> results.py <==
# Synthesis and PnR figures
metrics = {
    "placement": {
        "gp_congestion": 0.7801,
        "portBuffers": 179,
        "place_area_um2": 3105,
        "place_hpwl_mm": 6.381,
    },
    "sta": {
        "period_used_pct": 94.24,
        "rsz0062_at_grt": "false",
        "setup_viol": 0,
        "report.final.slew_viol_count": 0,
        "worst_slew_pin_slew_ns": 0.4263,
        "hold_violations": 0,
        "fin_tns_setup_ns": 0,
        "finalCriticalPeriod_ns": 3.298,
        "slew-limit-headroom_pct": 71.58,
        "max_clock_freq_ghz": 0.3032,
        "fin_worst_skew_ns": 0,
    },
    "yosys": {
        "synth_cell_type_count": 28,
        "syn_area_um2": 1251,
        "syn-mean-instance-area_um2": 7.448,
        "numSynthFlops": 2,
        "yosys_warnings": 1,
        "yosysCellCount": 168,
        "ys_chip_area_um2": 1251,
        "synth_cells": 168,
        "synth_seq_share_pct": 4.000,
    },
    "hold_path": {
        "hold_path_class": "reg2reg",
        "holdPathEnd": "service_master_idx[1]",
        "holdPathStages": 2,
        "min_from": "service_master_idx[1]",
    },
    "grt": {
        "grt_overflow": 0,
        "gr-usage-met2_pct": 22.22,
        "grt_pass1_wl_mm": 10.81,
        "grt_max_degree": 33,
        "antenna_found_initial": 0,
        "grt_use_met3_pct": 3.914,
        "grtUsageMet1_pct": 13.28,
        "track_usage_pct": 11.84,
        "grt_pass1_vias": 1671,
        "top_usage_layer": "met2",
    },
    "floorplan": {
        "fp.dieW_um": 106,
        "design.core.area_um2": 7214,
        "num_io_pins": 180,
        "dieArea_um2": 11240,
        "rows": 31,
        "die_h_um": 106,
        "fp_util_pct": 17.34,
    },
    "layout": {
        "fill_cells": 713,
        "final_area_um2": 3167,
        "final_core_util_pct": 43.90,
        "reg.largest.list": "service_master_idx x2",
        "drive_above_1_share_pct": 11.37,
        "area_growth_pct": 153.1,
        "largest_register_ffs": 2,
        "max_flop_register": "service_master_idx",
    },
    "clock_tree": {
        "cts_buffer_depth": 2,
        "cts.sinks": 2,
        "clock-root-buffer": "clkbuf_8",
        "clkSlewWorstSetupHoldPaths_ns": 0.03,
        "clock_latency_ns": 0.21,
        "htreeDepth": 1,
        "cts_tree": "done",
        "cts_buffers": 3,
        "postCtsHoldBufs": 0,
    },
    "routing": {
        "drc": 0,
        "via_per_inst": 3.912,
        "first_pass_iters": 3,
        "wl_mm": 7.364,
        "vias": 1729,
        "n_antenna_cell": 0,
        "wl_per_cell_um": 16.66,
        "ant_nets": 0,
        "drt_iter0_markers": 50,
    },
    "setup_path": {
        "critPathKind": "reg2out",
        "cp-end-kind": "primary output",
        "r2r_cells": 2,
        "r2r-end": "service_master_idx[0]",
        "cp_max_fo": 32,
        "worst_ep_arrival_time_ns": 2.60,
        "crit_required_ns": 2.80,
        "crit-reg2reg-launch": "service_master_idx[0]",
        "worstSetupStartpointType": "register",
        "regToRegSetupSlack_ns": 2.51,
    },
    "power": {
        "irDropWorstVdd_v": 0.0001935,
        "power_density_nw_per_um2": 231.6,
        "leakagePower_nw": 1.210,
        "power_w": 0.0007336,
    },
    "status": {
        "outcome": "completed",
    },
    "job": {
        "max_cap_viol_count": 0,
        "tool_warnings": 26,
    },
}
metrics by stage:
step                cells  hold WS (ns)  setup slack, ns
CTS                   441        0.5987          0.05200
global placement      438        0.5988           0.3006
floorplan             168        0.4044            1.133
global route          442        0.6157          0.03359
finish                442        0.5867           0.2017
detailed placement    438        0.5861           0.2962
cell usage after synthesis:
library cell,n,share of area [%]
dfrtp_1,2,4.0
buf_6,4,3.6
and2_1,107,53
o21ai_0,1,0.40
a21oi_1,1,0.40
nor3b_4,2,3.0
inv_2,1,0.30
and3_1,1,0.50
nor4b_4,2,3.8
clkbuf_1,1,0.30
clkbuf_2,4,1.6
mux2_2,2,1.8
o2bb2ai_1,1,0.70
nand2_1,1,0.30
buf_4,2,1.2
and4bb_2,1,1.0
nor2b_1,2,1.0
and4bb_4,1,1.3
and2b_4,1,0.80
and2_2,21,13
a211oi_1,1,0.60
o211ai_1,1,0.60
inv_1,2,0.60
nor3b_1,1,0.60
mux4_2,1,1.8
ha_1,2,2.0
nor4bb_1,1,0.80
a2111o_1,1,0.90
critical path: stages, from the launching register on:
cell,delay [ns]
dfrtp_1,0.52
inv_2,0.16
ha_1,0.49
nor4b_4,0.24
buf_4,0.31
and2_1,0.17
clkdlybuf4s50_1,0.48
what timing repair did:
action / CTS / global route
setup buffers: 0 / 1
setup endpoints to repair: 0 / 17
gates resized: 0 / 0
how the worst max path moves through the flow:
stage | depth (start not counted) | slack [ns] | startpoint | to
after global routing | 6 | 0.03 | service_master_idx[0] | rdata_o[95]
after CTS | 5 | 0.05 | service_master_idx[0] | rdata_o[60]
final | 6 | 0.20 | service_master_idx[0] | rdata_o[71]
per-layer routing:
metal	share of wire, %	vias to the layer above
li1	-	884
met1	40	747
met2	51	98
met3	8.7	0
met4	0	0
met5	0	-
cell families after synthesis:
family	Yosys count	share of synthesized area (%)
AOI/OAI and AO/OA	6	3.600
buffers and inverters	14	7.599
DFF	2	4.000
and+or+nand+nor	141	79.20
muxes	3	3.600
adders and majority gates	2	2.000
area by class of cell:
| class | instances | area, um2 | area share (%) |
|---|---|---|---|
| repair buffers | 183 | 1834 | 57.92 |
| multi-input cells | 152 | 1106 | 34.93 |
| well taps | 99 | 123.9 | 3.912 |
| flip-flops and latches | 2 | 50.05 | 1.580 |
| clock buffers | 3 | 41.29 | 1.304 |
| inverters | 3 | 11.26 | 0.3556 |
cells in the final DEF (no fill, tap or decap):
| master | count |
|---|---|
| nor3b_4 | 2 |
| o211ai_1 | 1 |
| nor4b_4 | 2 |
| o21ai_0 | 1 |
| o2bb2ai_1 | 1 |
| and4bb_2 | 1 |
| a211oi_1 | 1 |
| dfrtp_1 | 2 |
| mux4_2 | 1 |
| inv_2 | 1 |
| ha_1 | 2 |
| clkdlybuf4s50_1 | 179 |
| inv_1 | 2 |
| and2_2 | 21 |
| and2b_4 | 1 |
| clkbuf_8 | 3 |
| nand2_1 | 1 |
| a21oi_1 | 1 |
| and2_1 | 107 |
| nor4bb_1 | 1 |
| buf_4 | 3 |
| a2111o_1 | 1 |
| nor3b_1 | 1 |
| and4bb_4 | 1 |
| mux2_2 | 2 |
| and3_1 | 1 |
| buf_12 | 1 |
| nor2b_1 | 2 |
report_power, final:
group          switching (W)  leakage [nW]  internal (W)
registers         0.00000403        0.0209     0.0000266
logic               0.000183          1.17      0.000429
clock network      0.0000175        0.0216     0.0000727
Power and IR drop assume default switching activity.
